$ cat flow/design.v
module clockDivider #(parameter n = 5000000)(input clk, rst, output reg clk_out);
reg [31:0] count;
always @ (posedge(clk), posedge(rst)) begin  
if (rst == 1)
count <= 32'b0;
else if (count == n-1)
count <= 32'b0;
else
 count <= count + 1;
end
always @ (posedge(clk), posedge(rst)) begin  
if (rst == 1)
clk_out <= 0;
else if (count == n-1)
clk_out <= ~clk_out;
else
clk_out <= clk_out; 
end
endmodule
$ cat flow/run.sh
#!/bin/bash
# OpenROAD 26Q1-2900-gdf79404cd8, Yosys 0.63+post, stock flow scripts
make -C /OpenROAD-flow-scripts/flow DESIGN_CONFIG=/design/flow/config.mk WORK_HOME=/design/flow/orfs finish
$ cat flow/config.mk
export PLATFORM = sky130hd
export DESIGN_NAME = clockDivider
export DESIGN_NICKNAME = clockDivider
export VERILOG_FILES = /design/flow/design.v
export SDC_FILE = /design/flow/constraint.sdc
export NUM_CORES = 4
export LEC_CHECK = 1
export CORE_UTILIZATION = 30
$ cat flow/constraint.sdc
current_design clockDivider

set clk_period 6.8
set clk_io_pct 0.2

create_clock -name clk0 -period $clk_period [get_ports {clk}]

set non_clock_inputs [all_inputs -no_clocks]
set_input_delay [expr $clk_period * $clk_io_pct] -clock clk0 $non_clock_inputs
set_output_delay [expr $clk_period * $clk_io_pct] -clock clk0 [all_outputs]
==> reports/qor.csv <==
stage,metric,value,unit
pwr,pwr-share-comb,0.014,
job,warnings,25,
global_route,grt_max_degree,34,
pwr,netSwitchingFraction,0.2097,
yosys,synth_seq_share,0.4728,
placement,dp_worst_setup_slack,4.638,ns
yosys,edf_count,0,
critical_path,timing.critical_path.slowest_stage_cell,sky130_fd_sc_hd__clkdlybuf4s50_1,
pwr,switching_power,0.07162,mW
route,wl_per_cell,13.76,um
timing,slew_viol_final,0,
yosys,netlist_top_cells_count,"sky130_fd_sc_hd__dfrtp_1, sky130_fd_sc_hd__nand2_1, sky130_fd_sc_hd__nand3_1, sky130_fd_sc_hd__xnor2_1",
timing,timing.final.ws_setup,4.338,ns
clock_tree,cts.repair.resized,0,
timing,clock.fmax,406.2,MHz
die,fp_util,0.3134,
clock_tree,cts_num_sinks,33,
route,wl,3384,um
critical_path,criticalPathCategory,reg2out,
clock_tree,clock_path_buffers,2,
critical_path,critical_path.cell_chain,clkdlybuf4s50_1,
yosys,largest_area_cell,sky130_fd_sc_hd__dfrtp_1,
yosys,synth.lib_cells_used.distinct,36,
layout,area_growth_syn_to_layout,10.53,%
global_route,grt_first_pass_wirelength,6044,um
clock_tree,cts-buffers-inserted,5,
yosys,netlist_instances,164,
critical_path,crit_path_max_incr_delay,0.46,ns
route,post_route_antenna_net_violation_count,0,
global_route,number_of_antenna_violations_at_the_first_check_in_global_routing,0,
global_route,gr-total-overflow,0,
route,antenna-diode-count,0,
yosys,asyncSetResetFlopFracSynth,1.000,
timing,post-route-min-period,2.462,ns
yosys,syn_area,1747,um^2
placement,globalplace.congestion,0.8362,
critical_path,critPathRequiredTime,5.44,ns
yosys,yosys_area,1747,um^2
clock_tree,cts.reportedPaths.clkPinSlew,0.06,ns
critical_path,worst_setup_path_start_kind,flop,
yosys,synth_dominant_cell_count,sky130_fd_sc_hd__dfrtp_1,
critical_path,crit_buf_inv,1,
yosys,yosys-top-cells-area,"sky130_fd_sc_hd__dfrtp_1, sky130_fd_sc_hd__xnor2_1, sky130_fd_sc_hd__xor2_1",
placement,place.port_buffers,2,
yosys,avg_cell_area_syn,10.65,um^2
layout,post_route_utilization,0.3464,
die,die_height,78.31,um
timing,hold_violations,0,
pwr,p_total,0.3415,mW
pwr,p_int,0.2699,mW
run_status,run_status,"finished, final reports clean",
pwr,p_leak,0.8357,nW
yosys,synth_flops,33,
timing,finalSetupViolCount,0,
timing,rsz0062_at_grt,no,
timing,tightest_slew,0.5598,ns
route,via_density_per_instance,5.195,
pwr,power_per_cell_area,176.9,nW/um^2
critical_path,timing.critical_path.to_type,output pin,
yosys,yosys_cells,164,
die,pin_count,3,
critical_path,arrival,1.10,ns
pwr,clock_network_power_share,0.411,
die,core.rowCount,27,
pwr,vdd_drop_max,0.0001073,V
route,drt_iter0_markers,31,
route,via_count_of_the_routed_design,1278,
placement,hpwl,2296,um
global_route,grt_usage,0.1271,
clock_tree,clk_latency,0.29,ns
job,maxCapViolCount,0,
route,detail_route.first_pass.iterations,4,
clock_tree,post-cts-setup-buffer-count,0,
die,design.core.area,5574,um^2
clock_tree,cts_htree_levels,2,
timing,max_slew_margin,0.6240,
timing,tns,0,ns
clock_tree,clockRootBuffer,sky130_fd_sc_hd__clkbuf_8,
die,dieWidth,78.31,um
min_path,min_path_type,reg2reg,
route,post-route-drc-count,0,
critical_path,critical_path.max_fanout,2,
critical_path,worst_path_dominant_cell_family,buffers and inverters,
clock_tree,tritoncts,yes,
layout,share_of_cells_above_drive_strength_1,0.1264,
timing,fin_skew,0.005771,ns
yosys,flop_cell,sky130_fd_sc_hd__dfrtp_1,
yosys,yosys_warn_count,1,
pwr,power_frac_seq,0.575,
yosys,top_area_frac,0.4728,
timing,period_used_share,0.3620,
clock_tree,post_cts_hold_buffer_count,0,
die,chip_area,6132,um^2
global_route,number_of_global_route_vias_before_repair,1232,
worst register-to-register path, delay by kind of cell (launching register included):
family,cells,cell delay (ns)
compound gates,1,0.23
simple gates,3,1.17
flops,1,0.44
state kept, by name, summed over array words and instances (netlist names):
signal,count
count,32
clk_out,1
power by group through the flow:
stage	registers [mW]	clock network (mW)	logic, mW
global route	0.196	0.155	0.00560
CTS	0.196	0.143	0.00509
finish	0.196	0.140	0.00469
path summary, 6_finish.rpt:
kind / endpoint / startpoint / depth (start not counted) / slack, ns
max: clk_out / clk_out / 1 / 4.34
min: clk_out / clk_out / 1 / 0.46
max reg2reg: count[19] / count[24] / 4 / 4.85
min reg2reg: clk_out / clk_out / 1 / 0.46
max in group asynchronous: count[29] / rst / 3 / 5.04
min in group asynchronous: count[21] / rst / 3 / 1.46
layer usage:
metal  wire, um  up-vias  GRT usage
li1           -      634          -
met1       1768      626     0.2060
met2       1445       10     0.1763
met3        102        8    0.03660
met4         68        0    0.01667
met5          0        -          0
per-stage QoR:
stage / hold slack (ns) / cells / area [um^2]
floorplan: 0.4204 / 164 / 1747
global placement: 0.4520 / 238 / 1851
detailed placement: 0.4569 / 238 / 1851
CTS: 0.4696 / 246 / 1931
global route: 0.4828 / 246 / 1931
finish: 0.4621 / 246 / 1931
kinds of logic after synthesis:
group | after synthesis | synth area share
flops | 33 | 0.4728
fa+ha+maj | 1 | 0.007162
xor+xnor | 24 | 0.1203
buf+inv | 5 | 0.01647
simple gates | 83 | 0.3095
compound gates | 18 | 0.07379
placed cells by master, fill, tap and decap left out, types with 3 or more instances in the layout:
cell type / instances
sky130_fd_sc_hd__a21oi_1: 3
sky130_fd_sc_hd__inv_1: 4
sky130_fd_sc_hd__xor2_1: 11
sky130_fd_sc_hd__and4_2: 3
sky130_fd_sc_hd__nor4b_2: 3
sky130_fd_sc_hd__nor3_1: 5
sky130_fd_sc_hd__nand2_1: 14
sky130_fd_sc_hd__nor2_1: 11
sky130_fd_sc_hd__nand3_1: 13
sky130_fd_sc_hd__nor4_1: 10
sky130_fd_sc_hd__clkbuf_8: 5
sky130_fd_sc_hd__dfrtp_1: 33
sky130_fd_sc_hd__o21ai_0: 3
sky130_fd_sc_hd__clkbuf_1: 3
sky130_fd_sc_hd__nand4_1: 8
sky130_fd_sc_hd__xnor2_1: 13
sky130_fd_sc_hd__o31ai_1: 4
final cells by class:
| type | count | area (um^2) |
|---|---|---|
| sequential | 33 | 825.8 |
| fill | 563 | 3643 |
| timing repair buffer | 3 | 27.53 |
| inverter | 4 | 15.01 |
| tap | 72 | 90.09 |
| multi-input combinational | 126 | 892.1 |
| clock buffer | 8 | 80.08 |
Power figures rest on the tool's default switching activity, not on a simulated workload.
